==> /design/flow/run.sh <==
#!/bin/bash
# OpenROAD 26Q1-2900-gdf79404cd8, Yosys 0.63+post, stock flow scripts
make -C /OpenROAD-flow-scripts/flow DESIGN_CONFIG=/design/flow/config.mk WORK_HOME=/design/flow/orfs finish
==> /design/flow/config.mk <==
export PLATFORM = sky130hd
export DESIGN_NAME = pwm_generator
export DESIGN_NICKNAME = pwm_generator
export VERILOG_FILES = /design/flow/design.v
export SDC_FILE = /design/flow/constraint.sdc
export NUM_CORES = 4
export LEC_CHECK = 1
export CORE_AREA = 10 10 107 107
export DIE_AREA = 0 0 117 117
==> /design/flow/constraint.sdc <==
current_design pwm_generator

set clk_period 2.3
set clk_io_pct 0.2

create_clock -name clk0 -period $clk_period [get_ports {clk_in}]

set non_clock_inputs [all_inputs -no_clocks]
set_input_delay [expr $clk_period * $clk_io_pct] -clock clk0 $non_clock_inputs
set_output_delay [expr $clk_period * $clk_io_pct] -clock clk0 [all_outputs]
==> /design/flow/design.v <==
module pwm_generator(PWM_out, x_in, clk_in);   	
   output reg PWM_out = 0;           
   input [10:0] x_in;                 
   input        clk_in;               
   parameter DIVIDER_SIZE  = 100;    
   reg [9:0]  counter = 0;
   reg [15:0]  divider = 0;
   always@ (posedge clk_in )
     begin
	   if ( divider == DIVIDER_SIZE )
	     begin   
	       if ( counter < x_in + 12)
             PWM_out <= 1;
           else
             PWM_out <= 0;
	     counter <= counter+1;
	     divider <= 0;
	     end
	   else 
	     divider <= divider+1;
    end
endmodule
==> flow_metrics.tcl <==
# flow metrics
set metrics [dict create \
    hold_viol_final 0 \
    clock_power_share_pct 31.7 \
    fillCellCount 988 \
    fin_skew_ps 2.264 \
    synth-area-yosys_mm2 0.001476 \
    final_core_utilization_pct 20.29 \
    drt_first_iter_violations 54 \
    min-delay-path-class "reg2reg" \
    switching_share_pct 20.14 \
    highest_count_cells_in_the_layout_ignoring_fill_and_taps "dfxtp_1, xnor2_1, xor2_1" \
    gr-total-overflow 0 \
    yosysWarnings 1 \
    critical_path.startpoint_type "primary input" \
    critical_path_peak_fanout 3 \
    worst-endpoint-required_ps 2390 \
    core.rowCount 35 \
    cts_buffers 3 \
    combPwrFrac_pct 8.3 \
    synth-cells-yosys 142 \
    synth_cell_type_count 31 \
    crit_arrival_ps 2220 \
    timing_max_transition_violations_final 0 \
    vdd_drop_max_mv 0.2323 \
    netSwitchingPower_uw 165.7 \
    drt_wl_total_mm 2.737 \
    n_antenna_cell 0 \
    maximum_number_of_pins_on_one_net_before_global_route_repair 19 \
    detail_route.wl_per_cell_um 9.881 \
    finalSetupViolations 0 \
    grtUsageTotal_pct 4.205 \
    dieWidth_um 117 \
    power.density_mw_per_mm2 440.9 \
    crit_path_top_delay_cell "ha_1" \
    worst_setup_hold_path_clk_slew_ps 90 \
    synth_flop_count 27 \
    die_area_mm2 0.01369 \
    commonest_non_fill_non_tap_cell_in_the_layout "dfxtp_1" \
    cp-end-kind "flop" \
    r2r_setup_slack_ps 420 \
    worstPathCellList "dlygate4sd2_1, inv_1, ha_2, nor2_2, nand3_1, xor2_1, ha_1, nand4_1, nor2_1, o31a_1, o41ai_2" \
    total_leakage_power_nw 0.7522 \
    gp_congestion 0.8267 \
    drt-pass1-iter-count 4 \
    first_global_vias 1028 \
    tritoncts_clock_tree "done" \
    grt_antenna_before_repair 0 \
    synth_sequential_area_ratio_pct 44.07 \
    cell_area_after_synthesis_mm2 0.001476 \
    cts_max_path_buffers 2 \
    fmax_mhz 470.4 \
    worst-slew-pin-transition_ps 740.2 \
    openroad.warnings 26 \
    core_area_mm2 0.009196 \
    syn_to_final_growth_pct 26.36 \
    worstPathBufferInverterCount 2 \
    initCoreUtil_pct 16.05 \
    path_class "in2reg" \
    slowest_delay_ps 320 \
    post-route-drc-count 0 \
    finalCritPeriodShare_pct 92.43 \
    cell_internal_pwr_uw 656.8 \
    chipHeight_um 117 \
    number_of_primary_i_o_pins 13 \
    port-buffer-count 12 \
    timing.critical_path.to "PWM_out" \
    seq_power_share_pct 60.0 \
    detailed_placer_s_ending_hpwl_mm 1.995 \
    antenna_left 0 \
    setup_repair_after_global_routing_missed_its_margin "no" \
    worst_setup_path_startpoint "x_in[2]" \
    fraction_of_final_layout_cells_sized_beyond_drive_strength_1_pct 12.05 \
    cts_sinks 27 \
    regToRegStartpoint "divider[0]" \
    worst-r2r-cell-count 6 \
    syn-mean-instance-area_um2 10.40 \
    detail_route.vias_per_cell 3.942 \
    first_pass_grt_wire_length_mm 4.802 \
    synth_cells 142 \
    ctsHtreeMaxLevel 1 \
    min_period_ps 2126 \
    crit-reg2reg-capture "divider[11]" \
    finalSetupTns_ps 0 \
    critical_path_depth 11 \
    run_status "completed" \
    hold_slack_ps 462.1 \
    cap_violations 0 \
    dpl_cell_area_mm2 0.001792 \
    clock_tree.root_cell "clkbuf_8" \
    critical_path.top_delay_family "adder cells" \
    postCtsSetupBuffers 0 \
    layout.cell_area.non_filler_mm2 0.001866 \
    via_count 1092 \
    worst_skew_pair.late_latency_ps 270 \
    slew-limit-headroom_pct 50.66 \
]
==> final cells by class <==
cell class | instances | area [µm²] | area share (%)
flip-flops and latches | 27 | 650.6 | 34.88
multi-input cells | 107 | 812.0 | 43.53
clock buffers | 4 | 45.04 | 2.414
inverters | 7 | 26.28 | 1.408
repair buffers | 21 | 192.7 | 10.33
well taps | 111 | 138.9 | 7.445
==> what timing repair did <==
action                                  CTS  global route
endpoints found under the hold margin     0             0
pin swaps                                 5             3
endpoints found under the setup margin    1             1
resized                                   5             5
hold buffers                              0             0
==> flip-flops by register name, summed over array words and instances (netlist names) <==
signal and count:
PWM_out 1, counter 10, divider 16
==> power by group through the flow <==
stage     sequential, mW  combinational, mW  clock, mW
4_1_cts            0.493             0.0673      0.274
5_1_grt            0.494             0.0756      0.292
6_report           0.493             0.0683      0.261
==> through the flow <==
| stage | total power, mW | setup WS, ps | std cells |
|---|---|---|---|
| finish | 0.8224 | 174.0 | 277 |
| global route | 0.8615 | 58.82 | 277 |
| CTS | 0.8348 | 34.12 | 277 |
| detailed placement | 0.5708 | -364.8 | 273 |
| global placement | 0.5707 | -312.7 | 273 |
| floorplan | 0.5293 | 194.0 | 142 |
==> worst reg2reg max path: cells and delay by family, from the launching register on <==
kind	cells	cell delay, ps
AND/OR/NAND/NOR	4	1190
flip-flops	1	400
buffers and inverters	1	60
adder cells (fa/ha/maj)	1	190
==> synth_stat cells <==
library cell  instances  share of area, %
and3_2                1              0.51
edfxtp_1             11                22
and4_2                1              0.68
nor3b_1               1              0.51
nor3_1                3               1.0
o211ai_1              1              0.51
or4_1                 1              0.51
ha_1                 13                11
xor2_1               13               7.7
a21boi_0              1              0.51
nand3_1              12               4.1
nor4b_1               1              0.59
o21ai_0               4               1.4
and2b_2               1              0.59
and4_1                3               1.8
o41ai_1               1              0.59
nand4_1               6               2.5
nor4bb_1              1              0.68
nor2_1               10               2.5
dfxtp_1              16                22
nor4_1                1              0.42
nor2b_1               1              0.42
mux2i_1               1              0.68
a21oi_1               3               1.0
buf_6                 1              0.76
and3_1                5               2.1
nand2_1               6               1.5
o31a_1                1              0.59
inv_1                 7               1.8
o2111ai_1             1              0.59
xnor2_1              14               8.3
==> metal layers <==
layer	routed length (µm)	track usage, %	up-vias
met5	0	0	-
met4	0	0.2471	0
met3	224	1.342	0
met2	1003	5.699	25
met1	1508	6.621	508
li1	-	-	559
==> logic make-up (layout without fill, tap and decap cells) <==
family                     count (synthesis)  count (layout)  share of synthesized area [%]
xor gates and xnor gates                  27              27                          16.02
and+or+nand+nor                           54              54                          20.51
AOI/OAI and AO/OA                         12              12                          5.170
adders and majority gates                 13              13                          11.02
muxes                                      1               1                         0.6780
buffers and inverters                      8              32                          2.543
DFF                                       27              27                          44.07
==> worst min path at each step <==
stage,start,end,cells past startpoint
final,divider[15],divider[15],1
after CTS,divider[15],divider[15],1
after global routing,divider[15],divider[15],1
No activity file was given, so power comes from the tool's default toggle rates.
