[./run.sh]
#!/bin/bash
# OpenROAD 26Q1-2900-gdf79404cd8, Yosys 0.63+post, stock flow scripts
make -C /OpenROAD-flow-scripts/flow DESIGN_CONFIG=/design/flow/config.mk WORK_HOME=/design/flow/orfs finish
[./constraint.sdc]
current_design motor_offset_summer

set clk_period 5.5
set clk_io_pct 0.2

create_clock -name clk0 -period $clk_period [get_ports {clk}]

set non_clock_inputs [all_inputs -no_clocks]
set_input_delay [expr $clk_period * $clk_io_pct] -clock clk0 $non_clock_inputs
set_output_delay [expr $clk_period * $clk_io_pct] -clock clk0 [all_outputs]
[./design.v]
module motor_offset_summer (motor_total_offset, pitch_offset, roll_offset, yaw_offset, throttle_offset, clk);
	output reg [10:0] motor_total_offset;	 
	input      [10:0] throttle_offset; 		 
	input      [10:0] pitch_offset; 		 
	input      [10:0] roll_offset; 			 
	input      [10:0] yaw_offset;			 
	input            clk;
	always@ (posedge clk )begin
		motor_total_offset <= throttle_offset+pitch_offset+roll_offset+yaw_offset+450;
	end
endmodule 
[./config.mk]
export PLATFORM = sky130hd
export DESIGN_NAME = motor_offset_summer
export DESIGN_NICKNAME = motor_offset_summer
export VERILOG_FILES = /design/flow/design.v
export SDC_FILE = /design/flow/constraint.sdc
export NUM_CORES = 4
export LEC_CHECK = 1
export CORE_AREA = 10 10 107 107
export DIE_AREA = 0 0 117 117
==> results.py <==
# Generated from Yosys and OpenROAD reports
metrics = {
    "yosys": {
        "yosys-dominant-comb-family": "adder cells",
        "post-synth-top-count-cell": "sky130_fd_sc_hd__inv_1",
        "yosys.area_share.simple": 0.0225,
        "synth_flops": 11,
        "synth.yosys.chip_area_um2": 1280,
        "yosys-top-cells-area": "sky130_fd_sc_hd__fa_1, sky130_fd_sc_hd__ha_1, sky130_fd_sc_hd__dfxtp_1",
        "number_of_library_cell_types_mapped_by_synthesis": 19,
        "post_synth_xor_area_fraction": 0.0891,
        "count_of_yosys_warnings_during_synthesis": 1,
        "ys_async_sr_fraction": 0,
        "common_cells": "sky130_fd_sc_hd__inv_1, sky130_fd_sc_hd__fa_1, sky130_fd_sc_hd__ha_1, sky130_fd_sc_hd__dfxtp_1, sky130_fd_sc_hd__xnor2_1",
        "synth.yosys.seq_area_share": 0.172,
        "synth_compound_gate_area_share": 0.0764,
        "avgSynthCellArea_um2": 9.68,
        "synth.area.mux_share": 0,
        "mappedNetlistArea_um2": 1280,
        "synth-main-ff-cell": "sky130_fd_sc_hd__dfxtp_1",
        "synthDominantAreaCellType": "sky130_fd_sc_hd__fa_1",
        "ys_cells": 132,
        "synth_adder_area_share": 0.490,
        "enable_flop_cells": 0,
        "syn_inst": 132,
        "synth_largest_type_area_fraction": 0.313,
    },
    "route": {
        "drtIter0Drc": 18,
        "maxUsedRoutingLayer": "met4",
        "postRouteWirelength_um": 2750,
        "via_per_inst": 3.08,
        "detail_route.antenna_diodes": 0,
        "wl_met2_um": 1110,
        "drt-met1-wl_um": 1220,
        "route.antenna.remaining_nets": 0,
        "wl_met3_um": 403,
        "drt_drc_violations_left": 0,
        "num_vias": 929,
        "drt_pre_antenna_iters": 2,
        "route.detailed.wl_per_inst_um": 9.09,
    },
    "sta": {
        "setup_ws_ns": 1.35,
        "setup-tns-final_ns": 0,
        "slew_viol_final": 0,
        "fin_crit_sh": 0.754,
        "worst_slew_pin_slew_ns": 0.282,
        "max_slew_margin": 0.810,
        "final-setup-viol-count": 0,
        "maxClockFrequency_ghz": 0.241,
        "rsz0062_at_grt": "false",
        "timing.final.hold_violations": 0,
        "layout_min_cycle_time_ns": 4.15,
    },
    "power_and_ir_drop": {
        "power.clock.fraction": 0.128,
        "comb_power_share": 0.647,
        "totalPowerFinal_uw": 592,
        "p_int_uw": 396,
        "power.static_leakage_nw": 0.975,
        "seq_power_share": 0.225,
        "power.share.switching": 0.331,
        "netSwitchingPower_uw": 196,
        "ir_worst_vdd_v": 0.000120,
        "power_density_nw_per_um2": 294,
    },
    "clocking": {
        "clk_slew_on_worst_s_h_paths_ns": 0.04,
        "count_of_clock_tree_sinks": 11,
        "clk_root_buffer_cell": "sky130_fd_sc_hd__clkbuf_8",
        "post_cts.resized_instances": 0,
        "cts_inserted_buffers": 3,
        "ctsLongestPathBuffers": 2,
        "h-tree-depth": 1,
        "hold_buffers": 0,
        "cts_tree": "yes",
        "postCtsSetupBuffers": 0,
    },
    "global_routing": {
        "number_of_global_route_vias_before_repair": 987,
        "grt.total_usage": 0.0398,
        "number_of_antenna_violations_at_the_first_check_in_global_routing": 0,
        "grt_start_max_net_pins": 7,
        "grt_pass1_wl_um": 4330,
        "grt_overflow_total": 0,
    },
    "setup_path": {
        "timing.critical_path.to_type": "register",
        "path_class": "in -> reg",
        "critPathMaxFanout": 2,
        "worst_setup_path_start_kind": "input port",
        "timing.critical_path.slowest_stage_cell": "sky130_fd_sc_hd__fa_1",
        "crit_top_cell": "sky130_fd_sc_hd__fa_1",
        "cp.arrival_ns": 4.31,
        "cp_slowest_stage_delay_ns": 0.54,
        "worst-endpoint-required_ns": 5.66,
        "crit_path_cell_trace": "clkdlybuf4s50_1, inv_1, fa_1, inv_1, fa_1, ha_1, ha_1, fa_1, a21oi_1, o22ai_1, o41ai_2, xnor2_1",
    },
    "cells_and_area": {
        "final_layout_size_suffix_gt1_frac": 0.0262,
        "largest_register_ff_count": 11,
        "regMostFlops": "motor_total_offset",
        "instances_no_fill": 302,
        "flop_area_um2": 220,
        "n_fill_cell": 1007,
        "mi_logic_area_um2": 866,
        "layout_top_registers": "motor_total_offset (11)",
        "area.growth.synth_to_final_pct": 57.5,
        "design_area_um2": 2010,
    },
    "die": {
        "floorplan.die.width_um": 117,
        "boundaryPins": 56,
        "core_um2": 9200,
        "design.die.area_um2": 13700,
        "floorplan.die.height_um": 117,
        "placement_rows": 35,
        "fp_util": 0.139,
    },
    "placed_design": {
        "gpl.final_weighted_congestion": 0.739,
        "dpl.hpwl_um": 2620,
        "port_buffers": 55,
        "numPlacedInstances": 298,
        "pre_cts_ws_ns": 1.13,
        "post_dp_cell_area_um2": 1970,
    },
    "run": {
        "cap_viol_max_count": 0,
        "total_number_of_warnings_across_the_stage_logs": 25,
    },
    "hold_path": {
        "hold_crit_path_type": "in -> reg",
    },
    "outcome": {
        "run_status": "finished, final reports clean",
    },
}
kinds of logic (layout without fill, tap and decap cells):
| kind of cell | after synthesis | in the layout |
|---|---|---|
| buffers and inverters | 51 | 110 |
| adder cells (fa/ha/maj) | 38 | 38 |
| AND-OR/OR-AND | 13 | 13 |
| XOR/XNOR | 13 | 13 |
| flip-flops | 11 | 11 |
| AND/OR/NAND/NOR | 6 | 6 |
path summary, 6_finish.rpt:
| path | from | to | slack [ns] | cells past startpoint |
|---|---|---|---|---|
| hold / removal | yaw_offset[0] | motor_total_offset[0] | 1.48 | 2 |
| setup / recovery | throttle_offset[2] | motor_total_offset[10] | 1.35 | 12 |
power groups by stage:
| stage | registers [mW] | clock network [mW] | logic (mW) |
|---|---|---|---|
| after global routing | 0.138 | 0.0869 | 0.443 |
| final | 0.133 | 0.0760 | 0.383 |
| after CTS | 0.134 | 0.0803 | 0.397 |
per-layer routing:
layer | track usage | up-vias
li1 | - | 503
met1 | 0.0527 | 381
met2 | 0.0589 | 43
met3 | 0.0222 | 2
met4 | 0.00165 | 0
met5 | 0 | -
critical path: cells and delay by family:
kind            cells  cell delay (ns)
fa+ha+maj           5             1.93
compound gates      3             0.57
buf+inv             3             0.55
xor+xnor            1             0.15
placed cells by master (no fill, tap or decap), drive strengths merged, types with 2 or more instances in the layout:
master,netlist,routed
clkdlybuf4s50,0,55
inv,51,51
fa,20,20
ha,18,18
dfxtp,11,11
xnor2,8,8
xor2,5,5
a21oi,5,5
clkbuf,0,4
a21o,2,2
nor2,2,2
area by class of cell:
| class | instances | area share |
|---|---|---|
| multi-input combinational | 70 | 0.430 |
| timing repair buffer | 55 | 0.274 |
| sequential | 11 | 0.109 |
| inverter | 51 | 0.0951 |
| tap | 111 | 0.0690 |
| clock buffer | 4 | 0.0224 |
through the flow:
stage | util | hold WS, ns
3_5_place_dp | 0.214 | 1.72
4_1_cts | 0.219 | 1.48
5_1_grt | 0.219 | 1.49
2_1_floorplan | - | 1.23
3_3_place_gp | 0.214 | 1.72
6_report | 0.219 | 1.48
Power is estimated from default activity; no workload was simulated.
