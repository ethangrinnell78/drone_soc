## /design/flow/run.sh

```bash
#!/bin/bash
# OpenROAD 26Q1-2900-gdf79404cd8, Yosys 0.63+post, stock flow scripts
make -C /OpenROAD-flow-scripts/flow DESIGN_CONFIG=/design/flow/config.mk WORK_HOME=/design/flow/orfs finish
```

## /design/flow/config.mk

```make
export PLATFORM = sky130hd
export DESIGN_NAME = reciever_reader
export DESIGN_NICKNAME = reciever_reader
export VERILOG_FILES = /design/flow/design.v
export SDC_FILE = /design/flow/constraint.sdc
export NUM_CORES = 4
export LEC_CHECK = 1
export CORE_UTILIZATION = 30
```

## /design/flow/constraint.sdc

```tcl
current_design reciever_reader

set clk_period 4.8
set clk_io_pct 0.2

create_clock -name clk0 -period $clk_period [get_ports {sys_clk}]

set non_clock_inputs [all_inputs -no_clocks]
set_input_delay [expr $clk_period * $clk_io_pct] -clock clk0 $non_clock_inputs
set_output_delay [expr $clk_period * $clk_io_pct] -clock clk0 [all_outputs]
```

## /design/flow/design.v

```verilog
module reciever_reader(
		       sys_clk,
		       pwm_in,
		       pwm_out
                       );
   parameter COUNTER_SIZE = 10;
   parameter DIVIDER_SIZE  = 133;                 
   parameter MAX_COUNT  = 400;                    
   parameter LONG_SEQUENCE = 10'b0000000000;      
   parameter SHORT_SEQUENCE = 10'b0000000000;
   input wire sys_clk, pwm_in;
   output wire [COUNTER_SIZE-1 : 0] pwm_out; 
   reg [COUNTER_SIZE-1 : 0] 	    counter_int;  
   reg [COUNTER_SIZE : 0] 		    counter_div;  
   reg [COUNTER_SIZE-1 : 0] 	    out_holder;
   reg 				    pwm_h;
   assign pwm_out = out_holder;
   always @ (posedge sys_clk)
     begin
	if(~pwm_in)
	  begin
	     if(counter_int > MAX_COUNT)
	       begin
		  out_holder[COUNTER_SIZE-1 : 0] <= (counter_int[COUNTER_SIZE-1 :0] - MAX_COUNT);	  
		  counter_int <= SHORT_SEQUENCE;	
	       end
	     else
	       begin
		  counter_int <= SHORT_SEQUENCE;	
	       end
	  end
	else
	  begin
	     out_holder <= out_holder;
	  end	
	if (pwm_in && (counter_div == 0))
	  begin
	     counter_int <= counter_int + 1;
	     counter_div <= DIVIDER_SIZE;
	  end
	else
	  begin
	     counter_div <= counter_div - 1;
	  end
     end
endmodule
```

==> out/qor.txt <==
Crit path launch: pwm_in
Ranking of synthesized cells by area: edfxtp_1, dfxtp_1, ha_1
Post-Syn Area: 1438 µm²
Final GP Congestion: 0.8665
Post-detail-place hpwl: 1611 µm
Top cell types by occurrence after synthesis: edfxtp_1, dfxtp_1, inv_1
YS chip area: 1438 µm²
Syn Inst Count: 127
Cts repair resizes: 0
Worst path slowest cell: clkdlybuf4s50_1
Setup-failing EPs final: 0
Number of buffers added on ports: 11
Max Fclk: 0.4219 GHz
Unique cell type count in the Yosys netlist: 38
Total GRT Usage: 10.18%
Startpoint Class: input port
Worst-case reg-to-reg path depth: 6
Crit-path cells: clkdlybuf4s50_1 > nor4b_1 > nand3_2 > a21oi_1
Worst Skew: 0.007831 ns
DR iter-0 viols: 42
Most frequent cell after synthesis: edfxtp_1
Post-synth EDFFs: 20
Clk ins delay skew pair: 0.27 ns
CTS tree: built
Die area: 5073 µm²
Pre-antenna DRT Iters: 21
Critical Path AT: 2.49 ns
Critical-path maximum fanout: 10
WHS Endpoint: counter_div[0]$_SDFF_PP1_
Setup WS post-layout: 2.430 ns
WL per Instance: 11.40 µm
Overflow left after global routing: 0
RSZ-0062 raised after global routing: no
Tmin final: 2.370 ns
Family with the most delay on the worst path: simple AND/OR/NAND/NOR gates
Seq cells post-synth: 31
Setup TNS: 0 ns
Hold Path Origin: counter_div[0]$_SDFF_PP1_
CP Capture Type: flop
Core Area: 4474 µm²
Seq share, synth: 57.09%
Final period util: 49.37%
Hold Path Class: reg -> reg
Slew at the pin closest to its max-slew limit: 0.8115 ns
WP buf/inv: 1
Ys cells: 127
DRC: 0
Area delta synth->final: 17.15%
FF-to-FF Start: counter_div[0]$_SDFF_PP1_
Area leader, netlist: edfxtp_1
Area leader share: 41.78%
Reg-to-reg slack, setup: 2.57 ns
Num rows: 24
Die span in y: 71.23 µm
Setup bufs post-CTS: 0
Status: finished, final reports clean
Hold path cells: 1
Longest Clk Path Bufs: 2
Post-place setup slack: 2.136 ns
Post-synth ARST share: 0%
Via count: 961
Die W: 71.23 µm
Antenna cells: 0
Largest stage delay on the critical path: 0.55 ns
CTS clk-pin slew, worst paths: 0.06 ns
Max Cap Viol: 0
Crit Path Class: in -> reg
WP data required: 4.92 ns
Peak supply drop: 0.1714 mV
First-pass GRT wire length: 3981 µm
Root Buffer: clkbuf_8
Largest net degree at the start of global routing: 11
FF-to-FF End: counter_int[4]$_SDFFCE_PN0P_
Clock Sink Count: 31
CTS Buf Count: 5
Fin. Hold Viols: 0
Initial antenna violation count: 0
Leakage: 0.6133 nW
Synth Warn #: 1
I/O Pins: 12
FP Util: 32.13%
Vias/cell: 4.928
Final ANT Viol Nets: 0
# hold bufs at CTS: 0
Layout cells sized above 1: 11.19%
Fin. max-slew vios: 0
Total wire length: 2223 µm
Log Warnings: 28
Vias in the first global route: 931
Pwr Density: 307.2 nW/µm²
Syn Area/Cell: 11.32 µm²
Post-synth top flop: edfxtp_1
Overall power: 0.5173 mW
H-Tree Depth: 2
Relative slew slack: 45.79%
## worst max path at each step
stage                 slack (ns)  depth (start not counted)                           end
after CTS                   2.42                          4  counter_int[1]$_SDFFCE_PN0P_
after global routing        2.28                          4  counter_int[1]$_SDFFCE_PN0P_
final                       2.43                          4  counter_int[7]$_SDFFCE_PN0P_
## layout make-up
type                    count  area (µm²)
clock buffers               7       76.32
clock inverters             1       5.005
fillers                   444        2790
inverters                  10       37.54
multi-input cells          81       554.3
flip-flops and latches     31       820.8
well taps                  52       65.06
repair buffers             13       125.1
## through the flow
| step | std cells | hold WS, ns | cell area, µm² | utilization, % |
|---|---|---|---|---|
| CTS | 195 | 0.4200 | 1684 | 37.64 |
| finish | 195 | 0.4169 | 1684 | 37.64 |
| global placement | 187 | 0.4051 | 1603 | 35.82 |
| detailed placement | 187 | 0.3992 | 1603 | 35.82 |
| floorplan | 127 | 0.3798 | 1438 | - |
| global route | 195 | 0.4543 | 1684 | 37.64 |
## metal layers
| layer | GRT usage (%) | wire, µm |
|---|---|---|
| met2 | 16.40 | 1019 |
| met5 | 0 | 0 |
| met3 | 3.994 | 136 |
| met4 | 2.000 | 14 |
| met1 | 13.55 | 1053 |
## cell families (layout without fill, tap and decap cells)
kind of cell               after synthesis  in the layout  synth area share, %
and+or+nand+nor                         41             41                16.45
DFF                                     31             31                57.09
AOI/OAI and AO/OA                       22             22                9.226
buffers and inverters                   15             31                4.352
xor gates and xnor gates                10             10                6.092
adders and majority gates                6              6                5.222
muxes                                    2              2                1.566
## report_power, final
part           switching, mW  internal [mW]
Combinational         0.0119         0.0155
Sequential           0.00826          0.294
Clock                 0.0867          0.101
## sequential cells by signal, summed over array words and instances, names as in the netlist
| register | count |
|---|---|
| counter_int | 10 |
| counter_div | 11 |
| out_holder | 10 |
## layout by cell type, fill, tap and decap left out, drive strengths merged, types with 3 or more instances in the layout
cell type      Yosys  layout
nor2               9       9
clkbuf             3       7
nand2              5       5
ha                 6       6
clkdlybuf4s50      0      11
xor2               4       4
o31ai              3       3
inv               10      10
edfxtp            20      20
or4                3       3
a21oi              9       9
nand3              5       5
xnor2              6       6
o21ai              6       6
dfxtp             11      11
or3                5       5
Power is estimated from default activity; no workload was simulated.
